### design/flow/design.v
module Counter4(input  logic 		clk,
				input  logic 		reset,
				input  logic 		UP,
				output logic [2:0]	numOut,
				output logic [6:0]	mySegs);
	logic [3:0] q;				
	always_ff @(posedge clk, posedge reset ) begin
		if (reset)   q <= 0;           
		else if(UP) begin              
			case(q)                    
			4'd7 :    q <= 0;          
			default : q <= q + 1;      
			endcase
		end
		else        begin		       
			case(q)                    
			4'd0:     q <= 7;          
			default:  q <= q - 1;      
			endcase
		end
	end
	assign numOut = q[2:0];
	sevenseg display(q, mySegs);
endmodule
module positionCounter(input  logic 	  clk1, clk2,
					   input  logic 	  reset,
					   input  logic 	  UP,
					   output logic	[2:0] rowNum, columnNum,
					   output logic [6:0] rowDisplay, columnDisplay);
	Counter4    row(clk1, reset, UP, rowNum, rowDisplay);
	Counter4 column(clk2, reset, UP, columnNum, columnDisplay);
endmodule
module positionCounterWrapper(input  logic [1:0] KEY,
							  input  logic [17:0] SW,  
							  output logic [5:0] LEDR,
							  output logic [6:0] HEX0, HEX1);
	positionCounter myPosition(	KEY[1], KEY[0], SW[17], SW[0],
								LEDR[5:3], LEDR[2:0], HEX1[6:0], HEX0[6:0]);
endmodule
module sevenseg(input  logic [3:0] data, 
                output logic [6:0] segments);
	always_comb
		case (data)
			0:		  segments = 7'h40;
			1:		  segments = 7'h79;
			2:		  segments = 7'h24;
			3:		  segments = 7'h30;
			4:		  segments = 7'h19;
			5:		  segments = 7'h12;
			6:		  segments = 7'h02;
			7:		  segments = 7'h78;
			8:		  segments = 7'h00;
			9:		  segments = 7'h18;
			10:		  segments = 7'h08;
			11:		  segments = 7'h03;
			12:		  segments = 7'h27;
			13:		  segments = 7'h21;
			14:		  segments = 7'h06;
			15:		  segments = 7'h0e;
			default:  segments = 7'h7f;
		endcase
endmodule
### design/flow/run.sh
#!/bin/bash
# OpenROAD 26Q1-2900-gdf79404cd8, Yosys 0.63+post, stock flow scripts
make -C /OpenROAD-flow-scripts/flow DESIGN_CONFIG=/design/flow/config.mk WORK_HOME=/design/flow/orfs finish
### design/flow/config.mk
export PLATFORM = sky130hd
export DESIGN_NAME = positionCounterWrapper
export DESIGN_NICKNAME = positionCounterWrapper
export VERILOG_FILES = /design/flow/design.v
export SDC_FILE = /design/flow/constraint.sdc
export NUM_CORES = 4
export LEC_CHECK = 1
export CORE_AREA = 10 10 72 72
export DIE_AREA = 0 0 82 82
### design/flow/constraint.sdc
current_design positionCounterWrapper

set clk_period 2.8
set clk_io_pct 0.2

create_clock -name clk0 -period $clk_period [get_ports {KEY}]

set non_clock_inputs [all_inputs -no_clocks]
set_input_delay [expr $clk_period * $clk_io_pct] -clock clk0 $non_clock_inputs
set_output_delay [expr $clk_period * $clk_io_pct] -clock clk0 [all_outputs]
==> results_slide.txt <==
Implementation Results

Setup path
  – Crit-path max cell delay: about 540 ps
  – Crit path buf inv count: 2
  – Crit path cell chain: inv_1 -> ha_1 -> mux4_2 -> clkdlybuf4s50_1
  – Max Fanout on Critical Path: 9
  – Required time worst endpoint: 2240 ps
  – Slowest CP cell: dfrtp_1
  – Crit end category: output pin
  – CP delay by family, top: buffers and inverters
  – Startpoint types: flip-flop
  – Critical path data arrival time: between 2000 and 2500 ps
  – Critical path class: flip-flop to output pin

GRT
  – Gr ovfl total: 0
  – Vias in the first global route: around 790
  – Pin count of the biggest net entering global routing: 19
  – First-pass GRT wire length: 3560 um
  – Antenna violations before repair: 0
  – Global router's overall resource usage: around 6.5%

Floorplanning
  – Core Area: ~3700 um2
  – Die Span X: 82 um
  – Num ports: roughly 40
  – Init Core Util: a little over a quarter
  – Floorplan row count: 22
  – Die Y: 82 um
  – DIE AREA: 6720 um2

Power and ir drop
  – Worst VDD drop: between 0.4 and 0.5 mV
  – NetSw: 412 uW
  – Flop pwr share: 23.9%
  – Internal power: between 800 and 900 uW
  – Clock share of power: 18.0%
  – Pwr per Cell Area: just under 1000 nW/um2
  – Leakage: 0.000527 uW
  – Switching portion of total power: between 30% and 40%
  – Share of total power in combinational logic: 58.2%

CTS
  – # hold bufs at CTS: 0
  – Post-CTS Setup Bufs: 0
  – CTS tree: built
  – Worst-path clk slew: about 30 ps
  – Post_cts resized: 0
  – Clk latency late pin: ~200 ps
  – Sink Count: 8

Synth
  – Top cells by area: dfrtp_1, ha_1, mux2i_1
  – Avg Cell Area, Syn: around 8.2 um2
  – Yosys stat area: 975 um2
  – Synth Instances: approximately 120
  – Register share after synthesis: between 20% and 30%
  – Yosys top cell area share: about 21%
  – Synth top cell by count: nand2_1
  – Top_reg_cell synth: dfrtp_1
  – EDFF count, synth: 0
  – Commonest cells post-synth: nand2_1, o21ai_1, ha_1, nor2_1
  – Post-synth ARST share: 100%
  – Synth warn: 2
  – Biggest area consumer among synthesized cells: dfrtp_1
  – Library cells used by synthesis: 34
  – Mapped Area: 975 um2
  – #FFs+latches synth: 8
  – Yosys stat cell total: 119

Placed design
  – Routability Congestion: ~0.86
  – # port buffers: 22
  – DP Wirelength: roughly 1600 um
  – Area post-placement: roughly 1200 um2
  – Placed insts: roughly 180

Routing
  – WL final: around 2200 um
  – Ant. Diodes: 0
  – Via density: between 4 and 5
  – Antenna-violating nets left: 0
  – Initial DRT Pass Iterations: 3
  – WL/cell: roughly 12 um
  – Initial DRC Count: 38
  – Via Count: between 800 and 900
  – DRC: 0

Cells and area
  – Area Overhead vs Synth: 27.1%
  – Layout cell share with drive strength beyond 1: 12.8%
  – Post-route design area: 1240 um2
  – Cell Count, Final, Fillers Out: between 150 and 200
  – Filler cells: approximately 380

Final timing
  – Hold WS: slightly below 600 ps
  – Setup TNS: 0 ps
  – RSZ-0062 raised after global routing: false
  – Maximum clock frequency: 0.371 GHz
  – Hold Violations, Final: 0
  – Measured slew at the worst slew-check pin: between 500 and 600 ps
  – Min Clock Period, post-route: roughly 2700 ps
  – Slew Viols, Final: 0
  – Relative slew slack: approximately 64%
  – Clock Skew: 0 ps
  – Post-layout period usage: slightly below 100%
  – Setup violators final: 0

Min path
  – Hold Path Class: flip-flop to flip-flop

Job
  – Max Cap Viol: 0
  – Tool warnings: between 80 and 90

Run status
  – Status: finished clean
[metrics by stage]
step	power [uW]	setup slack [ps]	utilization, %
global route	1360	7.00	33.6
CTS	1260	83.6	33.6
finish	1210	108	33.6
detailed placement	1010	337	31.3
global placement	996	345	31.3
floorplan	721	981	-
[final timing paths]
check                           slack [ps]                    from                      to  depth (start not counted)
worst max-delay path                   110     myPosition.row.q[0]                 HEX1[0]                          4
worst min-delay path                   590  myPosition.column.q[0]  myPosition.column.q[0]                          1
worst max register to register        1260     myPosition.row.q[0]     myPosition.row.q[1]                          5
worst min register to register         590  myPosition.column.q[0]  myPosition.column.q[0]                          1
max in group asynchronous             1970                  SW[17]     myPosition.row.q[2]                          2
min in group asynchronous              600                  SW[17]  myPosition.column.q[0]                          2
[cells by family (layout without fill, tap and decap cells)]
| family | count (synthesis) | after routing | synth area share (%) |
|---|---|---|---|
| simple gates | 39 | 39 | 20.0 |
| fa+ha+maj | 10 | 10 | 12.8 |
| mux | 12 | 12 | 15.1 |
| buf+inv | 22 | 36 | 13.6 |
| flops | 8 | 8 | 20.5 |
| compound gates | 26 | 26 | 16.0 |
| xor+xnor | 2 | 2 | 1.80 |
[per-layer routing]
metal	GRT usage (%)	vias to the layer above	wire length [um]
met5	0	-	0
met4	2.04	0	29
met3	3.08	4	246
met2	9.33	20	926
met1	8.35	361	955
li1	-	430	-
[power by group through the flow]
stage	Clock, uW	Sequential (uW)	Combinational (uW)
final	218	289	705
after global routing	253	309	799
after CTS	246	290	722
[sequential cells by signal, indices dropped and copies added (netlist names)]
signal and flops:
myPosition.column.q 4, myPosition.row.q 4
[cell type report]
class	count	area (um2)	share of cell area, %
multi-input cells	89	642	51.8
repair buffers	23	228	18.4
flip-flops and latches	8	200	16.2
clock buffers	6	82.6	6.67
well taps	48	60.1	4.85
inverters	7	26.3	2.12
[placed cells by master (no fill, tap or decap), drive strengths merged]
| master | instances |
|---|---|
| nand3 | 3 |
| xor2 | 2 |
| nand3b | 2 |
| nor3 | 3 |
| nand2b | 2 |
| ha | 10 |
| dfrtp | 8 |
| o211ai | 2 |
| mux2 | 2 |
| inv | 7 |
| a31oi | 1 |
| o31ai | 1 |
| nand2 | 12 |
| a21oi | 6 |
| nor2 | 10 |
| nor2b | 2 |
| a211oi | 1 |
| o21ai | 11 |
| a32o | 1 |
| clkdlybuf4s50 | 22 |
| and2 | 1 |
| or2 | 3 |
| nor3b | 1 |
| buf | 1 |
| mux2i | 8 |
| a21o | 1 |
| a21boi | 1 |
| mux4 | 2 |
| clkbuf | 6 |
| a31o | 1 |
Power and IR drop assume default switching activity.
